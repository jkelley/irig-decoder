## ./design.v

```verilog
module bcd_decoder (
                    input [2:0]      bcd_bit_idx ,
                    input [1:0]      bcd_digit_idx ,
                    input            bcd_bit,
                    output [8:0] value);
    reg [6:0]                    bcd_multiplier;
    always @(*) begin
        case (bcd_digit_idx)
          2'd0:
            bcd_multiplier = 7'd1;
          2'd1:
            bcd_multiplier = 7'd10;
          2'd2:
            bcd_multiplier = 7'd100;
          default:
            bcd_multiplier = 7'd0;
          endcase
    end
    assign value = (bcd_bit << bcd_bit_idx) * bcd_multiplier;
endmodule
module irig(input         clk,  
            input         rst,
            input         irigb,
            output        pps,
            output [5:0]  ts_second,
            output [5:0]  ts_minute,
            output [4:0]  ts_hour,
            output [8:0]  ts_day,
            output [6:0]  ts_year,
            output [16:0] ts_sec_day,
            output [3:0]  state);
    wire                  irig_d0;
    wire                  irig_d1;
    wire                  irig_mark;
    wire                  pps_gate;
    wire [2:0]            ts_select;
    wire                  ts_finish;
    wire [4:0]            bit_idx;
    wire [1:0]            digit_idx;
    wire                  bit_value;
    wire [3:0]            state_o;
    irig_width_decode id1(.clk(clk),
                          .rst(rst),
                          .irigb(irigb),
                          .irig_mark(irig_mark),
                          .irig_d0(irig_d0),
                          .irig_d1(irig_d1));
    irig_state is1(.clk(clk),
                   .rst(rst),
                   .irig_d0(irig_d0),
                   .irig_d1(irig_d1),
                   .irig_mark(irig_mark),
                   .pps_gate(pps_gate),
                   .ts_select(ts_select),
                   .ts_finish(ts_finish),
                   .bit_idx(bit_idx),
                   .digit_idx(digit_idx),
                   .bit_value(bit_value),
                   .state_o(state_o));
    irig_timestamp it1(.clk(clk),
                       .rst(rst),
                       .bit_idx(bit_idx),
                       .digit_idx(digit_idx),
                       .bit_value(bit_value),
                       .ts_select(ts_select),
                       .ts_finish(ts_finish),
                       .ts_second(ts_second),
                       .ts_minute(ts_minute),
                       .ts_hour(ts_hour),
                       .ts_day(ts_day),
                       .ts_year(ts_year),
                       .ts_sec_day(ts_sec_day));
    assign pps = irigb & pps_gate;
    assign state = state_o;
endmodule
module irig_state (
                   input            clk,
                   input            rst,
                   input            irig_d0,
                   input            irig_d1,
                   input            irig_mark,
                   output reg       pps_gate, 
                   output reg       ts_finish,
                   output reg [2:0] ts_select,
                   output reg [4:0] bit_idx,
                   output reg [1:0] digit_idx,
                   output reg       bit_value,
                   output reg [3:0] state_o);
    localparam ST_UNLOCKED = 4'd0,
      ST_PRELOCK  = 4'b1,
      ST_START    = 4'd2,
      ST_SECOND   = 4'd3,
      ST_MINUTE   = 4'd4,
      ST_HOUR     = 4'd5,
      ST_DAY      = 4'd6,
      ST_DAY2     = 4'd7,
      ST_YEAR     = 4'd8,
      ST_UNUSED1  = 4'd9,
      ST_UNUSED2  = 4'd10,
      ST_SEC_DAY  = 4'd11,
      ST_SEC_DAY2 = 4'd12;
    localparam TS_SELECT_SECOND = 3'd1,
      TS_SELECT_MINUTE = 3'd2,
      TS_SELECT_HOUR = 3'd3,
      TS_SELECT_DAY = 3'd4,
      TS_SELECT_YEAR = 3'd5,
      TS_SELECT_SEC_DAY = 3'd6;
    reg [3:0]                       irig_cnt;
    reg                             pps_en;
    reg [3:0]                       state, next_state;
    always @(posedge clk) begin
        if (rst) begin
            state <= ST_UNLOCKED;
            pps_gate <= 1'b0;
            irig_cnt <= 4'b0;
        end
        else begin
            state <= next_state;
            pps_gate <= pps_en;
            if (irig_mark)
              irig_cnt <= 4'b0;
            else 
              irig_cnt <= irig_cnt + (irig_d0 | irig_d1);
        end
    end
    always @(*) begin
        state_o = state;
        next_state = state;
        pps_en = 1'b0;
        ts_finish = 1'b0;
        ts_select = 3'b0;
          bit_idx = 4'b0;
          digit_idx = 2'b0;
          bit_value = 1'b0;
        case (state)
          ST_UNLOCKED: begin
              if (irig_mark)
                next_state = ST_PRELOCK;
          end
          ST_PRELOCK: begin
              if (irig_mark)
                next_state = ST_SECOND;
              else if (irig_d0 || irig_d1)
                next_state = ST_UNLOCKED;          
          end
          ST_START: begin              
              pps_en = 1'b1;
              if (irig_mark)
                next_state = ST_SECOND;
              else if (irig_d0 || irig_d1)
                next_state = ST_UNLOCKED;
          end
          ST_SECOND: begin
              ts_select = TS_SELECT_SECOND;
              bit_idx = (irig_cnt > 4'd4) ? irig_cnt-4'd5 : irig_cnt;
              digit_idx = (irig_cnt > 4'd4) ? 2'b1 : 2'b0;
              bit_value = irig_d1 && !(irig_cnt == 4'd4);                
              if (irig_mark)
                next_state = ST_MINUTE;
          end
          ST_MINUTE: begin
              ts_select = TS_SELECT_MINUTE;
              bit_idx = (irig_cnt > 4'd4) ? irig_cnt-4'd5 : irig_cnt;
              digit_idx = (irig_cnt > 4'd4) ? 2'b1 : 2'b0;
              bit_value = irig_d1 && !(irig_cnt == 4'd4) && !(irig_cnt == 4'd8);
              if (irig_mark)
                next_state = ST_HOUR;
          end       
          ST_HOUR: begin
              ts_select = TS_SELECT_HOUR;
              bit_idx = (irig_cnt > 4'd4) ? irig_cnt-4'd5 : irig_cnt;
              digit_idx = (irig_cnt > 4'd4) ? 2'b1 : 2'b0;
              bit_value = irig_d1 && !(irig_cnt == 4'd4) && !(irig_cnt >= 4'd8);
              if (irig_mark)
                next_state = ST_DAY;
          end
          ST_DAY: begin
              ts_select = TS_SELECT_DAY;
              bit_idx = (irig_cnt > 4'd4) ? irig_cnt-4'd5 : irig_cnt;
              digit_idx = (irig_cnt > 4'd4) ? 2'd1 : 2'd0;
              bit_value = irig_d1 && !(irig_cnt == 4'd4);
              if (irig_mark)
                next_state = ST_DAY2;
          end
          ST_DAY2: begin
              ts_select = TS_SELECT_DAY;
              bit_idx = irig_cnt;
              digit_idx = 2'd2;
              bit_value = irig_d1 && !(irig_cnt > 4'd1);
              if (irig_mark)
                next_state = ST_YEAR;
          end
          ST_YEAR: begin
              ts_select = TS_SELECT_YEAR;
              bit_idx = (irig_cnt > 4'd4) ? irig_cnt-4'd5 : irig_cnt;
              digit_idx = (irig_cnt > 4'd4) ? 2'd1 : 2'd0;
              bit_value = irig_d1 && !(irig_cnt == 4'd4);
              if (irig_mark)
                next_state = ST_UNUSED1;
          end
          ST_UNUSED1: begin
              if (irig_mark)
                next_state = ST_UNUSED2;
          end
          ST_UNUSED2: begin
              if (irig_mark)
                next_state = ST_SEC_DAY;
          end
          ST_SEC_DAY: begin
              ts_select = TS_SELECT_SEC_DAY;
              bit_idx = irig_cnt;
              bit_value = irig_d1;
              if (irig_mark)
                next_state = ST_SEC_DAY2;
          end
          ST_SEC_DAY2: begin
              ts_select = TS_SELECT_SEC_DAY;
              bit_idx = irig_cnt+5'd9;
              bit_value = irig_d1;
              if (irig_mark) begin
                  next_state = ST_START;
                  pps_en = 1'b1;
                  ts_finish = 1'b1;
              end
          end
        endcase
    end
endmodule
module irig_timestamp(
                      input             clk,
                      input             rst,
                      input [2:0]       ts_select,
                      input             ts_finish,
                      input [4:0]       bit_idx ,
                      input [1:0]       digit_idx ,
                      input             bit_value,
                      output reg [5:0]  ts_second,
                      output reg [5:0]  ts_minute,
                      output reg [4:0]  ts_hour,
                      output reg [8:0]  ts_day,
                      output reg [6:0]  ts_year,
                      output reg [16:0] ts_sec_day);
    localparam TS_SELECT_SECOND = 3'd1,
      TS_SELECT_MINUTE = 3'd2,
      TS_SELECT_HOUR = 3'd3,
      TS_SELECT_DAY = 3'd4,
      TS_SELECT_YEAR = 3'd5,
      TS_SELECT_SEC_DAY = 3'd6;
    reg [5:0]                           ts_second_int;
    reg [5:0]                           ts_minute_int;
    reg [4:0]                           ts_hour_int;
    reg [8:0]                           ts_day_int;
    reg [6:0]                           ts_year_int;
    reg [16:0]                          ts_sec_day_int;
    reg                                 ts_reset;
    wire [8:0]                        value;
    bcd_decoder bd1(.bcd_bit_idx(bit_idx),
                    .bcd_digit_idx(digit_idx),
                    .bcd_bit(bit_value),
                    .value(value));
    always @(posedge clk) begin
        if (rst | ts_reset) begin
            if (rst) begin
                ts_second <= 6'b0;
                ts_minute <= 6'b0;
                ts_hour <= 5'b0;
                ts_day <= 9'b0;
                ts_year <= 7'b0;
                ts_sec_day <= 17'b0;
            end
            ts_second_int <= 6'b0;
            ts_minute_int <= 6'b0;
            ts_hour_int <= 5'b0;
            ts_day_int <= 9'b0;
            ts_year_int <= 7'b0;
            ts_sec_day_int <= 17'b0;
            ts_reset <= 1'b0;
        end
        else if (ts_finish & ~ts_reset) begin
            ts_second <= ts_second_int;
            ts_minute <= ts_minute_int;
            ts_hour <= ts_hour_int;
            ts_day <= ts_day_int;
            ts_year <= ts_year_int;
            ts_sec_day <= ts_sec_day_int;
            ts_reset <= 1'b1;
        end
        else begin
            case (ts_select)
              TS_SELECT_SECOND:
                ts_second_int <= ts_second_int + value[5:0];
              TS_SELECT_MINUTE:
                ts_minute_int <= ts_minute_int + value[5:0];
              TS_SELECT_HOUR:
                ts_hour_int <= ts_hour_int + value[4:0];
              TS_SELECT_DAY:
                ts_day_int <= ts_day_int + value;
              TS_SELECT_YEAR:
                ts_year_int <= ts_year_int + value[6:0];
              TS_SELECT_SEC_DAY:
                ts_sec_day_int <= ts_sec_day_int | (bit_value << bit_idx);
            endcase
        end
    end
endmodule
module irig_width_decode (
                          input      clk,
                          input      irigb,
                          output reg irig_mark,
                          output reg irig_d0,
                          output reg irig_d1,
                          input      rst
                          );
    localparam CYCLES_ZERO = 17'd19000;
    localparam CYCLES_ONE  = 17'd49000;
    localparam CYCLES_MARK = 17'd79000;
    reg [16:0]                       clk_cnt = 17'b0;
    reg                              irigb_last = 1'b0;
    always @(posedge clk) begin
        if (rst) begin
            clk_cnt <= 17'b0;
            irigb_last = 1'b0;
            irig_d0 <= 1'b0;
            irig_d1 <= 1'b0;
            irig_mark <= 1'b0;
        end else begin
            irig_mark <= (clk_cnt >= CYCLES_MARK) && !irigb && irigb_last && !irig_mark;
            irig_d1   <= (clk_cnt >= CYCLES_ONE) && (clk_cnt < CYCLES_MARK) && !irigb && irigb_last && !irig_d1;
            irig_d0   <= (clk_cnt >= CYCLES_ZERO) && (clk_cnt < CYCLES_ONE) && !irigb && irigb_last && !irig_d0;
            if (irigb && !irigb_last)
              clk_cnt <= 17'b0;
            else if (!irigb)  
              clk_cnt <= clk_cnt;
            else
              clk_cnt <= clk_cnt + 17'b1;
            irigb_last <= irigb;
        end
    end
endmodule
```

## ./run.sh

```bash
#!/bin/bash
# OpenROAD 26Q1-2900-gdf79404cd8, Yosys 0.63+post, stock flow scripts
make -C /OpenROAD-flow-scripts/flow DESIGN_CONFIG=/design/flow/config.mk WORK_HOME=/design/flow/orfs finish
```

## ./config.mk

```make
export PLATFORM = sky130hd
export DESIGN_NAME = irig
export DESIGN_NICKNAME = irig
export VERILOG_FILES = /design/flow/design.v
export SDC_FILE = /design/flow/constraint.sdc
export NUM_CORES = 4
export LEC_CHECK = 1
export CORE_UTILIZATION = 50
```

## ./constraint.sdc

```tcl
current_design irig

set clk_period 11.3
set clk_io_pct 0.2

create_clock -name clk0 -period $clk_period [get_ports {clk}]

set non_clock_inputs [all_inputs -no_clocks]
set_input_delay [expr $clk_period * $clk_io_pct] -clock clk0 $non_clock_inputs
set_output_delay [expr $clk_period * $clk_io_pct] -clock clk0 [all_outputs]
```

==> flow_metrics.py <==
# Physical implementation metrics
metrics = {
    "sta": {
        "setup_slack_ns": 3.63,
        "period_minus_slack_ns": 7.67,
        "finClkSkew_ns": 0.00578,
        "slew_violations": 0,
        "setup_viol": 0,
        "worst_pin_slew_ns": 0.773,
        "period_used_pct": 67.9,
        "max_freq_mhz": 130,
        "fin_hold_ws_ns": 0.428,
        "grt_setup_unrepaired": "false",
        "maxSlewHeadroom_pct": 48.3,
        "finalHoldViolations": 0,
        "tns_ns": 0,
    },
    "clock_tree": {
        "cts_made_buffers": 17,
        "clkSinkCount": 131,
        "path_clk_slew_ns": 0.06,
        "hold_buffers": 0,
        "cts_tree": "yes",
        "htreeDepth": 4,
        "postCtsSetupRepairBufs": 0,
        "cts_resized": 0,
        "cts_buffer_depth": 2,
        "clk_latency_ns": 0.41,
        "root_buffer": "clkbuf_16",
    },
    "drt": {
        "dr.pass1.iters": 5,
        "drcViolationCount": 0,
        "vias": 5109,
        "wl_per_cell_um": 14.4,
        "drtIter0Drc": 211,
        "antennaDiodeCount": 0,
        "wirelength_um": 14100,
        "drtAntennaViolNets": 0,
        "viasPerCell": 5.22,
    },
    "global_routing": {
        "gr-total-overflow": 0,
        "grt_usage_pct": 21.6,
        "grt_max_degree": 51,
        "grt_pass1_wl_um": 24200,
        "grt_pass1_vias": 4950,
        "grt_antenna_before_repair": 0,
    },
    "power_and_ir_drop": {
        "power_density_nw_per_um2": 130,
        "vdd_ir_drop_max_uv": 130,
        "p_leak_nw": 3.51,
    },
    "placement": {
        "place_inst": 946,
        "gp_congestion": 0.876,
        "post_dp_cell_area_um2": 7960,
        "post-place-ws_ns": 3.65,
        "io_buffers": 57,
        "place_hpwl_um": 9930,
    },
    "critical_path": {
        "regToRegEndpoint": "it1.ts_day_int[8]",
        "arrival_ns": 7.96,
        "crit_type": "reg -> reg",
        "rr_startpoint": "is1.state[3]",
        "r2r_slack_ns": 3.63,
        "worstRegToRegCells": 24,
        "worstPathRequired_ns": 11.59,
        "cp-start-kind": "register",
        "crit_path_end_kind": "register",
        "path_max_fanout": 24,
    },
    "synth": {
        "yosysChipArea_um2": 7280,
        "avgSynthCellArea_um2": 9.78,
        "yosys.area.top_type": "dfxtp_1",
        "async_flop_share_pct": 0,
        "ys_seq_share_pct": 42.9,
        "topCellsByArea": "dfxtp_1 22%, edfxtp_1 21%, ha_1 9.3%",
        "yosysCellCount": 744,
        "postSynthCellCount": 744,
        "ys.flop_type": "dfxtp_1",
        "synthesis.area_um2": 7280,
        "edf_count": 50,
        "synth_flops": 131,
        "ys.warnings.count": 5,
        "synth.top_cell.area_share_pct": 22.3,
        "synth.lib_cells_used.distinct": 60,
    },
    "final_layout": {
        "area_delta_synth_final_pct": 18.1,
        "drive_above_1_share_pct": 6.14,
        "postLayoutCellArea_um2": 8600,
        "final_cells": 978,
    },
    "floorplanning": {
        "die_w_um": 123,
        "core_um2": 14000,
        "num_rows": 43,
        "die_h_um": 123,
        "boundaryPins": 58,
        "fp-utilization_pct": 51.8,
        "die-area_um2": 15000,
    },
    "flow_run": {
        "warning_count": 30,
        "maxCapViolCount": 0,
    },
    "hold_path": {
        "worst_hold_path_type": "reg -> reg",
        "min_to": "id1.irig_d0",
        "holdPathStages": 1,
        "hold_start": "id1.irig_d0",
    },
    "outcome": {
        "outcome": "finished, final reports clean",
    },
}
[metal layers]
layer	vias up	share of wire [%]	wire (um)	GRT usage (%)
met5	-	0	0	0
met1	2373	51	7200	35.4
met4	0	0.71	100	1.83
met2	90	44	6200	32.0
li1	2641	-	-	-
met3	5	4.4	626	4.51
[cells in the final DEF (no fill, tap or decap), drive strengths merged, types with 3 or more instances in the layout]
cell,Yosys,routed
nor2,82,82
o31ai,6,6
nand2b,15,15
nand2,42,42
o21a,3,3
a31oi,3,3
a21oi,42,42
mux2i,19,19
or3,11,11
xor2,17,17
a211oi,5,5
bufinv,0,5
o21ai,14,14
edfxtp,50,50
fa,16,16
clkinv,0,7
nand4,7,7
nor3b,6,6
dfxtp,81,81
o21bai,21,21
nor2b,4,4
clkbuf,33,17
inv,40,41
buf,8,6
and2,48,48
and3,3,3
o41ai,3,3
nand3,12,12
or2,10,10
ha,54,54
nor3,13,13
a21o,13,13
clkdlybuf4s50,0,57
xnor2,31,31
[cell type report]
class | instances | area, um2
Fill cell | 1133 | 5450
Multi-Input combinational cell | 532 | 3840
Sequential cell | 131 | 3120
Timing Repair Buffer | 63 | 616
Clock buffer | 17 | 425
Tap cell | 180 | 225
Clock inverter | 15 | 213
Inverter | 40 | 150
[state kept, by name (all words and copies together) (netlist names), 4 cells and up]
signal	count
it1.ts_second	6
it1.ts_hour	5
is1.irig_cnt	4
it1.ts_second_int	6
it1.ts_minute_int	6
it1.ts_year	7
it1.ts_minute	6
id1.clk_cnt	17
it1.ts_hour_int	5
it1.ts_year_int	7
it1.ts_day	9
it1.ts_day_int	9
it1.ts_sec_day_int	17
is1.state	4
it1.ts_sec_day	17
[per-stage QoR]
step | util (%) | power [mW]
2_1_floorplan | - | 0.519
3_3_place_gp | 56.7 | 0.535
3_5_place_dp | 56.7 | 0.535
4_1_cts | 61.2 | 1.13
5_1_grt | 61.2 | 1.15
6_report | 61.2 | 1.11
[synth_stat cells (3+ instances only)]
cell type  count
edfxtp_1      50
and2_1        48
o31ai_1        6
mux2i_1       19
a21oi_1       42
nand2b_1      15
o21a_1         3
clkbuf_1      33
xnor2_1       31
dfxtp_1       81
o21ai_0       14
nor3_1        13
inv_1         39
o41ai_1        3
or2_2          6
nor3b_1        6
xor2_1        17
a211oi_1       5
buf_4          3
a21o_1        13
o21bai_1      21
fa_1          16
ha_1          54
and3_1         3
a31oi_1        3
nor2_1        82
nand4_1        7
or3_1         11
or2_1          4
nand2_1       42
nand3_1       12
nor2b_1        4
[worst max-delay path: stages, from the launching register on]
cell	delay, ns
dfxtp_1	0.76
nor4bb_1	0.14
buf_4	0.21
or4_4	0.56
nand2_1	0.37
a22oi_1	0.29
or3_1	0.53
or2_1	0.29
fa_1	0.54
inv_1	0.04
ha_1	0.26
ha_1	0.27
inv_1	0.05
fa_1	0.52
inv_1	0.04
ha_1	0.33
xnor2_1	0.45
ha_1	0.38
nand2_1	0.08
o21ai_0	0.09
o41ai_1	0.38
nor3_1	0.13
or3_1	0.36
mux2i_1	0.15
mux2_1	0.33
[where the power goes]
group	leakage, nW	internal, mW	switching (mW)
Combinational	2.02	0.0133	0.0139
Sequential	1.18	0.495	0.00196
Clock	0.306	0.389	0.200
[kinds of logic (layout without fill, tap and decap cells)]
logic type / Yosys count / in the layout / synth area share [%]
AND/OR/NAND/NOR: 265 / 265 / 18.6
flip-flops: 131 / 131 / 42.9
AND-OR/OR-AND: 127 / 127 / 11.6
buffers and inverters: 81 / 135 / 4.56
adder cells (fa/ha/maj): 70 / 70 / 13.7
XOR/XNOR: 48 / 48 / 5.78
multiplexers: 20 / 20 / 2.77
other: 2 / 2 / 0.103
[worst max path at each step]
stage	start	end	slack, ns	cells past startpoint
after CTS	is1.state[3]	it1.ts_day_int[8]	3.61	24
after global routing	is1.state[3]	it1.ts_day_int[8]	3.04	24
final	is1.state[3]	it1.ts_day_int[8]	3.63	24
Power is estimated from default activity; no workload was simulated.
